==> design/flow/design.v <==
module ALU (
    input [31:0] Src_1,
    input [31:0] Src_2,
    input [4:0] Shamt,
    input [1:0] Funct,
    output reg [31:0] ALU_result
);
    always @(*) begin
        case (Funct)
            2'b00: ALU_result <= Src_1 + Src_2;
            2'b01: ALU_result <= Src_1 - Src_2;
            2'b10: ALU_result <= Src_1 << Shamt;
            2'b11: ALU_result <= Src_1 | Src_2;
        endcase
    end
endmodule
module ALU_Control (
    input [5:0] Funct_ctrl,
    input [1:0] ALU_op,
    output reg [1:0] Funct
);
    always @(*) begin
        case (ALU_op)
            2'b00: Funct <= 2'b00;  
            2'b01: Funct <= 2'bxx;
            2'b10: case (Funct_ctrl)  
                6'b100001: Funct <= 2'b00;  
                6'b100011: Funct <= 2'b01;  
                6'b000000: Funct <= 2'b10;  
                6'b100101: Funct <= 2'b11;  
                default: Funct <= 2'bxx;
            endcase
            2'b11: Funct <= 2'b11;  
        endcase
    end
endmodule
module Control (
    input [5:0] OpCode,
    input Stall,
    output [1:0] WB, 
    output [1:0] M, 
    output [3:0] EX
);
    reg Reg_dst, Branch, Reg_w, ALU_src, Mem_w, Mem_r, Mem_to_reg, Jump;
    reg [1:0] ALU_op;
    assign WB = {Reg_w, Mem_to_reg};
    assign M = {Mem_w, Mem_r};
    assign EX = {Reg_dst, ALU_op, ALU_src};
    always @(*) begin
        if (Stall) begin  
            Reg_dst    <= 1'bx;
            Reg_w      <= 1'b0;
            ALU_src    <= 1'bx;
            Mem_w      <= 1'b0;
            Mem_r      <= 1'b0;
            Mem_to_reg <= 1'bx;
            ALU_op     <= 2'bxx;
        end
        else case (OpCode)
            6'b000000: begin  
                Reg_dst    <= 1'b1;
                Reg_w      <= 1'b1;
                ALU_src    <= 1'b0;
                Mem_w      <= 1'b0;
                Mem_r      <= 1'b0;
                Mem_to_reg <= 1'b0;
                ALU_op     <= 2'b10;
            end
            6'b001001: begin  
                Reg_dst    <= 1'b0;
                Reg_w      <= 1'b1;
                ALU_src    <= 1'b1;
                Mem_w      <= 1'b0;
                Mem_r      <= 1'b0;
                Mem_to_reg <= 1'b0;
                ALU_op     <= 2'b00;
            end
            6'b101011: begin  
                Reg_dst    <= 1'bx;
                Reg_w      <= 1'b0;
                ALU_src    <= 1'b1;
                Mem_w      <= 1'b1;
                Mem_r      <= 1'b0;
                Mem_to_reg <= 1'bx;
                ALU_op     <= 2'b00;
            end
            6'b100011: begin  
                Reg_dst    <= 1'b0;
                Reg_w      <= 1'b1;
                ALU_src    <= 1'b1;
                Mem_w      <= 1'b0;
                Mem_r      <= 1'b1;
                Mem_to_reg <= 1'b1;
                ALU_op     <= 2'b00;
            end
            6'b001101: begin  
                Reg_dst    <= 1'b0;
                Reg_w      <= 1'b1;
                ALU_src    <= 1'b1;
                Mem_w      <= 1'b0;
                Mem_r      <= 1'b0;
                Mem_to_reg <= 1'b0;
                ALU_op     <= 2'b11;
            end
            default: begin  
                Reg_dst    <= 1'bx;
                Reg_w      <= 1'b0;
                ALU_src    <= 1'bx;
                Mem_w      <= 1'b0;
                Mem_r      <= 1'b0;
                Mem_to_reg <= 1'bx;
                ALU_op     <= 2'bxx;
            end
        endcase
    end
endmodule
module DM ( 
    output       [31:0]  MemReadData, 
    input   wire    [31:0]  MemAddr, 
    input   wire    [31:0]  MemWriteData, 
    input   wire            MemWrite, 
    input   wire            clk );
	reg [7:0]DataMem[0:32 - 1];
	assign MemReadData = {
        DataMem[MemAddr], 
        DataMem[MemAddr + 1], 
        DataMem[MemAddr + 2], 
        DataMem[MemAddr + 3]
    };
    always @(negedge clk) begin
        if (MemWrite) {
            DataMem[MemAddr], 
            DataMem[MemAddr + 1], 
            DataMem[MemAddr + 2], 
            DataMem[MemAddr + 3]
        } <= MemWriteData;
    end
endmodule
module IM(
	output wire[31:0] Instr,
	input wire[31:0] InstrAddr
);
	reg [7:0]InstrMem[0:128 - 1];
    assign Instr = {
        InstrMem[InstrAddr],
        InstrMem[InstrAddr + 1],
        InstrMem[InstrAddr + 2],
        InstrMem[InstrAddr + 3]
    };
endmodule
module RF ( 
    output  wire    [31:0]  RsData, 
    output  wire    [31:0]  RtData, 
    input   wire    [4:0]   RsAddr, 
    input   wire    [4:0]   RtAddr, 
    input   wire    [4:0]   RdAddr, 
    input   wire    [31:0]  RdData, 
    input   wire            RegWrite, 
    input   wire            clk );
	reg [31:0]R[0:32 - 1];
    assign RsData = R[RsAddr];
    assign RtData = R[RtAddr];
	always@(negedge clk)
	begin
        if (RegWrite && RdAddr != 5'b0) R[RdAddr] <= RdData;
	end
endmodule
module FinalCPU(
	output        PC_Write,
	output [31:0] Output_Addr,
	input  [31:0] Input_Addr,
	input         clk
);
    wire [7:0] Next_Addr = Input_Addr[7:0] + 4;
    assign Output_Addr = {Input_Addr[31:8], Next_Addr};
    wire [31:0] IF_Instruction;
    wire [5:0] ID_OpCode;
    wire [4:0] ID_RsAddr, ID_RtAddr; 
    wire [15:0] ID_imm;
    wire [1:0] ID_WB;
    wire [1:0] ID_M;
    wire [3:0] ID_EX;
    wire [31:0] ID_RsData;
    wire [31:0] ID_RtData;
    wire EX_Mem_r; 
    wire Stall;
    wire IF_ID_write = !Stall;
    assign PC_Write = !Stall;
    wire [1:0] EX_WB;
    wire [1:0] EX_M;
    wire [3:0] EX_EX;
    wire [1:0] EX_ALU_op;
    wire EX_Reg_dst, EX_ALU_src;
    wire [31:0] EX_RsData;
    wire [31:0] EX_RtData;
    wire [15:0] EX_imm;
    wire [4:0] EX_Shamt = EX_imm[10:6];
    wire [31:0] EX_imm_extend = {16'b0, EX_imm};
    wire [5:0] EX_Funct_ctrl = EX_imm[5:0];
    wire [4:0] EX_RsAddr;
    wire [4:0] EX_RtAddr;
    wire [4:0] EX_RdAddr = EX_imm[15:11];
    wire [31:0] EX_ALU_result;
    wire [31:0] EX_Mem_w_data;
    wire [31:0] EX_ALU_Src_1, EX_ALU_Src_2;
    wire Forward_1_MEM, Forward_2_MEM, Forward_1_WB, Forward_2_WB;
    wire [1:0] MEM_WB;
    wire MEM_Reg_w, MEM_Mem_to_reg;
    wire MEM_M; 
    wire MEM_Mem_w = MEM_M;
    wire [31:0] MEM_ALU_result;
    wire [31:0] MEM_Mem_w_data;
    wire [4:0] MEM_RdAddr;
    wire [31:0] MEM_Mem_r_data;
    wire [31:0] MEM_RdData;
    wire WB_Reg_w;
    wire [31:0] WB_ALU_result;
    wire [31:0] WB_Mem_r_data;
    wire [4:0] WB_RdAddr;
    wire [31:0] WB_RdData;
    assign Stall = (EX_Mem_r && (
        EX_RtAddr == ID_RsAddr ||
        EX_RtAddr == ID_RtAddr
    ));
    assign EX_Mem_r = EX_M[0];
    assign {EX_Reg_dst, EX_ALU_op, EX_ALU_src} = EX_EX;
    assign Forward_1_MEM = MEM_Reg_w && MEM_RdAddr != 0 && MEM_RdAddr == EX_RsAddr;
    assign Forward_2_MEM = MEM_Reg_w && MEM_RdAddr != 0 && MEM_RdAddr == EX_RtAddr;
    assign Forward_1_WB = WB_Reg_w && WB_RdAddr != 0 && WB_RdAddr == EX_RsAddr;
    assign Forward_2_WB = WB_Reg_w && WB_RdAddr != 0 && WB_RdAddr == EX_RtAddr;
    assign EX_ALU_Src_1 = Forward_1_MEM ? MEM_ALU_result : 
        Forward_1_WB ? WB_RdData : EX_RsData;
    assign EX_Mem_w_data = Forward_2_MEM ? MEM_ALU_result : 
        Forward_2_WB ? WB_RdData : EX_RtData;
    assign EX_ALU_Src_2 = EX_ALU_src ? EX_imm_extend : EX_Mem_w_data;
    assign {MEM_Reg_w, MEM_Mem_to_reg} = MEM_WB;
    assign MEM_RdData = MEM_Mem_to_reg ? MEM_Mem_r_data : MEM_ALU_result;
	IM Instr_Memory(
        .Instr(IF_Instruction),
        .InstrAddr(Input_Addr)
	);
    Pipeline_IF_ID pipline_IF_ID (
        .IF_ID_write(IF_ID_write),
        .IF_Instruction(IF_Instruction),
        .ID_Instruction({ID_OpCode, ID_RsAddr, ID_RtAddr, ID_imm}),
        .clk(clk)
    );
	RF Register_File(
        .RsData(ID_RsData),
        .RtData(ID_RtData),
        .RsAddr(ID_RsAddr),
        .RtAddr(ID_RtAddr),
        .RdAddr(WB_RdAddr),
        .RdData(WB_RdData),
        .RegWrite(WB_Reg_w),
        .clk(clk)
	);
    Control control(
        .OpCode(ID_OpCode),
        .Stall(Stall),
        .WB(ID_WB), 
        .M(ID_M), 
        .EX(ID_EX)
    );
    Pipeline_Register #(.size(98)) pipeline_ID_EX (
        .in({ID_WB, ID_M, ID_EX, ID_RsData, ID_RtData, ID_imm, ID_RsAddr, ID_RtAddr}),
        .out({EX_WB, EX_M, EX_EX, EX_RsData, EX_RtData, EX_imm, EX_RsAddr, EX_RtAddr}),
        .clk(clk)
    );
    wire [1:0] Funct;
    ALU_Control aluControl(
        .Funct_ctrl(EX_Funct_ctrl),
        .ALU_op(EX_ALU_op),
        .Funct(Funct)
    );
    ALU alu (
        .Src_1(EX_ALU_Src_1),
        .Src_2(EX_ALU_Src_2),
        .Shamt(EX_Shamt),
        .Funct(Funct),
        .ALU_result(EX_ALU_result)
    );
    Pipeline_Register #(.size(72)) pipeline_EX_MEM (
        .in({EX_WB, EX_M[1], EX_ALU_result, EX_Mem_w_data, EX_Reg_dst ? EX_RdAddr : EX_RtAddr}),
        .out({MEM_WB, MEM_M, MEM_ALU_result, MEM_Mem_w_data, MEM_RdAddr}),
        .clk(clk)
    );
	DM Data_Memory(
        .MemReadData(MEM_Mem_r_data),
        .MemAddr(MEM_ALU_result),
        .MemWriteData(MEM_Mem_w_data),
        .MemWrite(MEM_Mem_w),
        .clk(clk)
	);
    Pipeline_Register #(.size(38)) pipeline_MEM_WB (
        .in({MEM_Reg_w, MEM_RdData, MEM_RdAddr}),
        .out({WB_Reg_w, WB_RdData, WB_RdAddr}),
        .clk(clk)
    );
endmodule
module Pipeline_IF_ID (
    input IF_ID_write,
    input [31:0] IF_Instruction,
    output reg [31:0] ID_Instruction,
    input clk
);
    initial ID_Instruction <= 0;
    always @(posedge clk) if (IF_ID_write) ID_Instruction <= IF_Instruction;
endmodule
module Pipeline_Register #(
    parameter size = 1
) (
    input [size-1:0] in,
    output reg [size-1:0] out,
    input clk
);
    initial out <= 0;
    always @(posedge clk) out <= in;
endmodule
==> design/flow/run.sh <==
#!/bin/bash
# OpenROAD 26Q1-2900-gdf79404cd8, Yosys 0.63+post, stock flow scripts
make -C /OpenROAD-flow-scripts/flow DESIGN_CONFIG=/design/flow/config.mk WORK_HOME=/design/flow/orfs finish
==> design/flow/config.mk <==
export PLATFORM = sky130hd
export DESIGN_NAME = FinalCPU
export DESIGN_NICKNAME = FinalCPU
export VERILOG_FILES = /design/flow/design.v
export SDC_FILE = /design/flow/constraint.sdc
export NUM_CORES = 4
export LEC_CHECK = 1
export CORE_AREA = 10 10 70 70
export DIE_AREA = 0 0 80 80
==> design/flow/constraint.sdc <==
current_design FinalCPU

set clk_period 1.3
set clk_io_pct 0.2

create_clock -name clk0 -period $clk_period [get_ports {clk}]

set non_clock_inputs [all_inputs -no_clocks]
set_input_delay [expr $clk_period * $clk_io_pct] -clock clk0 $non_clock_inputs
set_output_delay [expr $clk_period * $clk_io_pct] -clock clk0 [all_outputs]
==> GITHUB_STEP_SUMMARY <==
### Yosys + OpenROAD results

| Metric | Value |
|---|---|
| Final GP Congestion | `0.736` |
| Critical path peak fanout | `4` |
| Setup violators final | `0` |
| Initial Util | `8.17%` |
| Adder Share, Synth | `4.48%` |
| Critical Path Sink | `Output_Addr[2]` |
| CP Capture Type | `output pin` |
| WL met2 | `218 um` |
| Tool warnings | `29` |
| Setup TNS | `0 ns` |
| Vias in the first global route | `158` |
| Gr usage total | `1.75%` |
| Largest net degree at the start of global routing | `5` |
| Max-cap violations | `0` |
| Post-synthesis cell area | `279 um2` |
| Placed cell count | `71` |
| Slew Viols, Final | `0` |
| Min Hold Slack | `0.520 ns` |
| Die Y-Extent | `80 um` |
| Outcome | `finished clean` |
| Final Critical Period | `1.27 ns` |
| Pwr dens | `226 mW/mm2` |
| Count of cell types in the netlist | `8` |
| Multiplexer share | `0%` |
| Dpl ws | `-0.675 ns` |
| AND-OR/OR-AND share of the synthesized area | `0%` |
| Simple share | `7.62%` |
| IO Pins | `66` |
| Worst IR Drop VDD | `0.0237 mV` |
| Req. time, crit path | `1.04 ns` |
| Yosys cell count | `38` |
| DR WL/cell | `9.15 um` |
| Flop count | `0` |
| Met3 wire len | `180 um` |
| RSZ-0062 raised after global routing | `true` |
| Most common logic cells in the final layout | `dlygate4sd2_1, buf_4, xnor2_1` |
| Min-delay worst type | `in -> out` |
| Total vias in the final route | `153` |
| Gate Count Post-Synth | `38` |
| Initial antenna violation count | `0` |
| First-pass GRT wire length | `917 um` |
| DPL Wire Length | `544 um` |
| M1 WL | `236 um` |
| Post-synth seq share | `0%` |
| Post-route setup slack | `0.0339 ns` |
| I/O Buffers | `12` |
| YS chip area | `279 um2` |
| CP Launch Point | `Input_Addr[2]` |
| CP Class | `in -> out` |
| Top cell excl fill/tap | `dlygate4sd2_1` |
| DR vias/cell | `2.15` |
| Die area | `0.00640 mm2` |
| FF/Latch Area | `0 um2` |
| Critical Path AT | `1.01 ns` |
| GR Overflow Total | `0` |
| Die W | `80 um` |
| Comb area leader | `buffers and inverters` |
| Min-Delay Path Depth | `0` |
| Initial drt markers | `1` |
| Clock buf count | `0` |
| Ys Warns | `9` |
| Leak | `0.104 nW` |
| Setup crit start kind | `input port` |
| Iteration count of the initial detailed-routing pass | `2` |
| Final WL | `650 um` |
| Fin cells | `71` |
| Post-layout period usage | `97.4%` |
| Post-route ant nets | `0` |
| Yosys xor share | `12.6%` |
| Mapped Avg Cell Area | `7.34 um2` |
| DRC Markers | `0` |
| Layout area overhead | `-6.73%` |
| Final hold viol count | `0` |
| Num rows | `21` |
| Max Freq | `0.790 GHz` |
| Layout cells sized above 1 | `36.0%` |
| Antenna cell count | `0` |
| Hold buffers post-CTS | `0` |
| Core area | `0.00342 mm2` |
| Highest metal used | `met4` |
[worst min path at each step]
stage	startpoint	to	slack, ns
finish	Input_Addr[10]	Output_Addr[10]	0.52
global route	Input_Addr[10]	Output_Addr[10]	0.52
CTS	Input_Addr[18]	Output_Addr[18]	0.52
[critical path, cell delays in order]
cell             delay (ns)
buf_4                  0.13
buf_4                  0.12
inv_1                  0.04
clkdlybuf4s50_1        0.45
[final cells by class]
| class | count | area, um2 |
|---|---|---|
| Multi-Input combinational cell | 10 | 90.1 |
| Timing Repair Buffer | 14 | 109 |
| Tap cell | 46 | 57.6 |
| Inverter | 1 | 3.75 |
| Fill cell | 411 | 3160 |
[synthesized netlist by cell type]
library cell	count	area [um2]
inv_1	1	3.75
buf_4	27	203
conb_1	1	3.75
nand3_1	3	15.0
xnor2_1	3	26.3
and3_1	1	6.26
xor2_1	1	8.76
ha_1	1	12.5
[stage by stage]
stage | cell area, um2 | total power, mW | util (%)
2_1_floorplan | 279 | 0.0597 | -
3_3_place_gp | 269 | 0.0720 | 7.88
3_5_place_dp | 269 | 0.0722 | 7.88
4_1_cts | 258 | 0.0588 | 7.55
5_1_grt | 260 | 0.0671 | 7.62
6_report | 260 | 0.0588 | 7.62
[layer usage]
layer	up-vias	global-route usage (%)
met5	-	0
met4	0	0.528
met3	6	1.93
met2	24	2.33
met1	58	1.78
li1	65	-
[cell families after synthesis]
kind of cell,Yosys count
buf+inv,28
xor+xnor,4
simple gates,4
fa+ha+maj,1
other cells,1
[repair_timing]
action	4_1_cts	5_1_grt
setup endpoints to repair	6	4
buffers inserted	0	0
pin swaps	3	2
gates resized	23	7
[power by group]
group | total, mW | internal, mW | switching [mW]
combinational | 0.0588 | 0.0387 | 0.0200
clock | 0 | 0 | 0
sequential | 0 | 0 | 0
Power figures rest on the tool's default switching activity, not on a simulated workload.
